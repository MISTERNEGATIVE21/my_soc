**/design/flow/config.mk**
```make
export PLATFORM = sky130hd
export DESIGN_NAME = clk_generator
export DESIGN_NICKNAME = clk_generator
export VERILOG_FILES = /design/flow/design.v
export SDC_FILE = /design/flow/constraint.sdc
export NUM_CORES = 4
export LEC_CHECK = 1
export CORE_UTILIZATION = 50
```
**/design/flow/constraint.sdc**
```tcl
current_design clk_generator

set clk_period 5.8
set clk_io_pct 0.2

create_clock -name clk0 -period $clk_period [get_ports {uart_clk}]

set non_clock_inputs [all_inputs -no_clocks]
set_input_delay [expr $clk_period * $clk_io_pct] -clock clk0 $non_clock_inputs
set_output_delay [expr $clk_period * $clk_io_pct] -clock clk0 [all_outputs]
```
**/design/flow/design.v**
```verilog
module clk_generator (
    input wire uart_clk,
    input wire reset_n,
    input wire [15:0] int_div,
    input wire [3:0] frac_div,
    output reg uart_bit_clk_x16,
    output reg uart_bit_clk
);
    wire [31:0] div_value;
    reg [31:0] counter_x16;
    reg [31:0] counter;
    assign div_value = (int_div * 16) + frac_div;
    always @(posedge uart_clk or negedge reset_n) begin
        if (!reset_n) begin
            counter_x16 <= 32'd0;
            counter <= 32'd0;
            uart_bit_clk_x16 <= 1'b0;
            uart_bit_clk <= 1'b0;
        end else begin
            if (counter_x16 == div_value - 1) begin
                counter_x16 <= 32'd0;
                uart_bit_clk_x16 <= ~uart_bit_clk_x16;
            end else begin
                counter_x16 <= counter_x16 + 1;
            end
            if (counter == (div_value * 16) - 1) begin
                counter <= 32'd0;
                uart_bit_clk <= ~uart_bit_clk;
            end else begin
                counter <= counter + 1;
            end
        end
    end
endmodule
```
**/design/flow/run.sh**
```bash
#!/bin/bash
# OpenROAD 26Q1-2900-gdf79404cd8, Yosys 0.63+post, stock flow scripts
make -C /OpenROAD-flow-scripts/flow DESIGN_CONFIG=/design/flow/config.mk WORK_HOME=/design/flow/orfs finish
```
==> results.sh <==
# physical design summary
export IMPL_warnings=25
export IMPL_syn_area_sq_mm=0.00446
export IMPL_die_h_microns=96.5
export IMPL_area_delta_synth_final_pct=9.59
export IMPL_yosys_warnings=1
export IMPL_cellInternalPower_uw=671
export IMPL_power_frac_seq_pct=52.2
export IMPL_fin_skew_ns=0.00891
export IMPL_switchingPower_uw=215
export IMPL_portBuffers=23
export IMPL_core_area_sq_mm=0.00868
export IMPL_clk_latency_ns=0.34
export IMPL_placedCellCount=607
export IMPL_tns_ns=0
export IMPL_lay_top_cells="94 x nor2_1, 66 x dfrtp_1, 58 x xnor2_1"
export IMPL_arrival_ns=4.65
export IMPL_cts_setup_buffers=0
export IMPL_die_area_sq_mm=0.00931
export IMPL_drcViolationCount=0
export IMPL_grt_pass1_wl_mm=15.6
export IMPL_vias=3427
export IMPL_setup_ws_ns=1.41
export IMPL_p_leak_uw=0.00200
export IMPL_ys_chip_area_sq_mm=0.00446
export IMPL_drive_above_1_share_pct=5.25
export IMPL_num_rows=34
export IMPL_outcome="finished clean"
export IMPL_grt_use_total_pct=22.6
export IMPL_worstRegToRegCells=8
export IMPL_grt_overflow=0
export IMPL_pre_cts_ws_ns=1.14
export IMPL_cp_max_fo=32
export IMPL_fmax_mhz=228
export IMPL_hold_violations=0
export IMPL_ios=24
export IMPL_syn_inst=494
export IMPL_clk_pin_slew_ns=0.06
export IMPL_dieWidth_microns=96.5
export IMPL_cts_repair_resized=0
export IMPL_clock_path_buffers=2
export IMPL_cts_tree="done"
export IMPL_edf_count=0
export IMPL_cts_root_buf="clkbuf_8"
export IMPL_final_cells=622
export IMPL_ir_drop_v=0.000105
export IMPL_fin_crit_sh_pct=75.6
export IMPL_grt_pass1_vias=3112
export IMPL_drt_initial_drc_count=132
export IMPL_postSynthAreaPerCell_sq_um=9.03
export IMPL_synth_cell_types=52
export IMPL_r2r_start="counter[28]$_DFF_PN0_"
export IMPL_vias_per_cell=5.51
export IMPL_htreeDepth=3
export IMPL_dpl_hpwl_mm=6.94
export IMPL_wl_per_cell_microns=15.4
export IMPL_power_density_mw_per_mm2=181
export IMPL_mostFrequentLayoutCell="nor2_1"
export IMPL_diodes=0
export IMPL_holdBufCountCts=0
export IMPL_synthArstFlopShare_pct=100
export IMPL_swShare_pct=24.2
export IMPL_dpl_instance_area_sq_mm=0.00472
export IMPL_ys_ff=66
export IMPL_rsz0062_at_grt="false"
export IMPL_drt_pass1_iterations=4
export IMPL_worst_slew_pin_transition_ns=0.733
export IMPL_holdPathStages=1
export IMPL_slew_violations=0
export IMPL_period_needed_ns=4.39
export IMPL_hp_class="reg -> reg"
export IMPL_place_gp_congestion=0.885
export IMPL_min_from="uart_bit_clk_x16$_DFFE_PN0N_"
export IMPL_synth_main_ff_cell="dfrtp_1"
export IMPL_pwr_share_comb_pct=9.1
export IMPL_cts_num_sinks=66
export IMPL_slew_headroom_pct=51.1
export IMPL_ant_nets=0
export IMPL_antenna_found_initial=0
export IMPL_grt_max_degree=35
export IMPL_worstSetupEndpointType="flop"
export IMPL_required_ns=6.07
export IMPL_ys_cells=494
export IMPL_startpoint="frac_div[0]"
export IMPL_fp_util_pct=51.4
export IMPL_fin_util_pct=56.4
export IMPL_setup_viol=0
export IMPL_max_cap_violations=0
export IMPL_wl_mm=9.57
export IMPL_p_clk_share_pct=38.7
export IMPL_cts_buffers=9
export IMPL_startpoint_type="input port"
export IMPL_final_area_sq_mm=0.00489
export IMPL_ys_seq_share_pct=37.0
export IMPL_critical_path_class="in -> reg"
==> metal layers <==
layer	part of all wire (%)	track usage, %	wire (microns)
met2	44	32.3	4180
met1	52	38.7	4970
met5	0	0	0
met4	0.88	1.96	84
met3	3.4	3.42	330
==> cell usage after synthesis, types with 2 or more instances <==
cell       count  area (sq um)
nor4_1        11          68.8
nand4b_1       3          26.3
clkbuf_1      10          37.5
buf_6          4          45.0
a211o_1        2          17.5
and3_1        11          68.8
and4_1         4          35.0
nand2b_1       4          25.0
xnor2_1       58           508
o31ai_1        2          15.0
nand3_1       31           155
buf_4          4          30.0
or4_1          7          52.6
dfrtp_1       66          1650
a211oi_1       4          30.0
buf_2          3          15.0
inv_1         12          45.0
o21ai_0        2          10.0
a21oi_1        5          25.0
and2_1         2          12.5
o2111ai_1      4          35.0
xnor3_1        7           158
nand3b_1       4          30.0
or3_1          3          18.8
ha_1           3          37.5
nor2b_1        4          25.0
nand4_1       15          93.8
nor3_1        15          75.1
nor2_1        94           353
nor4_4         2          42.5
nand2_1       33           124
xor2_1        45           394
==> worst paths after layout <==
path                                                 to  slack, ns
min in group asynchronous      counter_x16[2]$_DFF_PN0_       0.87
max in group asynchronous         counter[21]$_DFF_PN0_       3.99
setup / recovery               uart_bit_clk$_DFFE_PN0N_       1.41
hold reg to reg            uart_bit_clk_x16$_DFFE_PN0N_       0.47
hold / removal             uart_bit_clk_x16$_DFFE_PN0N_       0.47
setup reg to reg               uart_bit_clk$_DFFE_PN0N_       3.00
==> cell families (layout without fill, tap and decap cells) <==
kind of cell,after synthesis,after routing,share of synthesized area (%)
AND-OR/OR-AND,29,29,5.38
XOR/XNOR,110,110,23.7
buffers and inverters,34,54,3.98
AND/OR/NAND/NOR,250,250,28.6
adder cells (fa/ha/maj),3,3,0.841
multiplexers,2,2,0.477
flip-flops,66,66,37.0
==> layout make-up <==
cell class,count,area [sq um]
fill,768,3790
multi-input combinational,394,2630
sequential,66,1650
timing repair buffer,27,255
clock buffer,12,155
tap,108,135
inverter,12,45.0
clock inverter,3,15.0
==> registers in the layout, summed over array words and instances, names as in the netlist <==
signal / cells
uart_bit_clk_x16: 1
counter_x16: 32
counter: 32
uart_bit_clk: 1
==> critical path: stages <==
cell and delay, ns:
clkdlybuf4s50_1 0.55, inv_1 0.11, ha_1 0.19, nor3b_2 0.48
nand4_1 0.37, nor4_1 0.44, xnor3_1 0.24, nand4_1 0.17
a2111oi_4 0.37, buf_4 0.38, xor2_1 0.17
==> power by group through the flow <==
stage	combinational [uW]	sequential, uW	clock (uW)
finish	80.8	462	343
global route	89.2	462	382
CTS	81.7	462	358
==> metrics by stage <==
| step | hold WS, ns | power (uW) |
|---|---|---|
| CTS | 0.474 | 902 |
| global placement | 0.455 | 552 |
| global route | 0.492 | 933 |
| detailed placement | 0.459 | 552 |
| floorplan | 0.420 | 516 |
| finish | 0.468 | 886 |
Power and IR drop assume default switching activity.
