## design/flow/config.mk

```make
export PLATFORM = sky130hd
export DESIGN_NAME = AsyncFIFO
export DESIGN_NICKNAME = AsyncFIFO
export VERILOG_FILES = /design/flow/design.v
export SDC_FILE = /design/flow/constraint.sdc
export NUM_CORES = 4
export LEC_CHECK = 1
export CORE_UTILIZATION = 30
```

## design/flow/constraint.sdc

```tcl
current_design AsyncFIFO

set clk_period 4.2
set clk_io_pct 0.2

create_clock -name clk0 -period $clk_period [get_ports {rd_clk}]
create_clock -name clk1 -period $clk_period [get_ports {wr_clk}]

set non_clock_inputs [all_inputs -no_clocks]
set_input_delay [expr $clk_period * $clk_io_pct] -clock clk0 $non_clock_inputs
set_output_delay [expr $clk_period * $clk_io_pct] -clock clk0 [all_outputs]
```

## design/flow/design.v

```verilog
module AsyncFIFO #(
    parameter DATA_WIDTH = 8,
    parameter ADDR_WIDTH = 4
) (
    input wire wr_clk,
    input wire rd_clk,
    input wire global_reset_n,   
    input wire local_reset_n,    
    input wire wr_en,
    input wire rd_en,
    input wire [DATA_WIDTH-1:0] wr_data,
    output reg [DATA_WIDTH-1:0] rd_data,  
    output wire full,
    output wire empty,
    output wire [ADDR_WIDTH:0] fifo_fill_cnt,
    output reg fifo_overflow,
    output reg fifo_underflow
);
    reg [DATA_WIDTH-1:0] mem [(2**ADDR_WIDTH)-1:0];
    reg [ADDR_WIDTH:0] wr_ptr;
    reg [ADDR_WIDTH:0] rd_ptr;
    wire combined_reset_n = global_reset_n & local_reset_n;
    function [ADDR_WIDTH:0] bin2gray;
        input [ADDR_WIDTH:0] bin;
        begin
            bin2gray = (bin >> 1) ^ bin;
        end
    endfunction
    function [ADDR_WIDTH:0] gray2bin;
        input [ADDR_WIDTH:0] gray;
        reg [ADDR_WIDTH:0] bin;
        integer i;
        begin
            bin[ADDR_WIDTH] = gray[ADDR_WIDTH];
            for (i = ADDR_WIDTH-1; i >= 0; i = i - 1) begin
                bin[i] = bin[i+1] ^ gray[i];
            end
            gray2bin = bin;
        end
    endfunction
    always @(posedge wr_clk or negedge combined_reset_n) begin
        if (!combined_reset_n) begin
            wr_ptr <= 0;
            fifo_overflow <= 0;
        end else if (wr_en) begin
            if (!full) begin
                mem[wr_ptr[ADDR_WIDTH-1:0]] <= wr_data;
                wr_ptr <= wr_ptr + 1;
                fifo_overflow <= 0;
            end else begin
                fifo_overflow <= 1;
            end
        end
    end
    always @(posedge rd_clk or negedge combined_reset_n) begin
        if (!combined_reset_n) begin
            rd_ptr <= 0;
            fifo_underflow <= 0;
            rd_data <= 0;  
        end else if (rd_en) begin
            if (!empty) begin
                rd_data <= mem[rd_ptr[ADDR_WIDTH-1:0]];  
                rd_ptr <= rd_ptr + 1;
                fifo_underflow <= 0;
            end else begin
                fifo_underflow <= 1;
            end
        end
    end
    wire [ADDR_WIDTH:0] wr_ptr_gray = bin2gray(wr_ptr);
    wire [ADDR_WIDTH:0] rd_ptr_gray_sync;
    reg [ADDR_WIDTH:0] rd_ptr_gray_sync_r1, rd_ptr_gray_sync_r2;
    always @(posedge wr_clk or negedge combined_reset_n) begin
        if (!combined_reset_n) begin
            rd_ptr_gray_sync_r1 <= 0;
            rd_ptr_gray_sync_r2 <= 0;
        end else begin
        rd_ptr_gray_sync_r1 <= bin2gray(rd_ptr);
        rd_ptr_gray_sync_r2 <= rd_ptr_gray_sync_r1;
        end
    end
    assign full = (wr_ptr_gray == {~rd_ptr_gray_sync_r2[ADDR_WIDTH:ADDR_WIDTH-1], rd_ptr_gray_sync_r2[ADDR_WIDTH-2:0]});
    wire [ADDR_WIDTH:0] rd_ptr_gray = bin2gray(rd_ptr);
    wire [ADDR_WIDTH:0] wr_ptr_gray_sync;
    reg [ADDR_WIDTH:0] wr_ptr_gray_sync_r1, wr_ptr_gray_sync_r2;
    always @(posedge rd_clk or negedge combined_reset_n) begin
        if (!combined_reset_n) begin
            wr_ptr_gray_sync_r1 <= 0;
            wr_ptr_gray_sync_r2 <= 0;
        end else begin
        wr_ptr_gray_sync_r1 <= bin2gray(wr_ptr);
        wr_ptr_gray_sync_r2 <= wr_ptr_gray_sync_r1;
        end
    end
    assign empty = (rd_ptr_gray == wr_ptr_gray_sync_r2);
    assign fifo_fill_cnt = wr_ptr - rd_ptr;
endmodule
```

## design/flow/run.sh

```bash
#!/bin/bash
# OpenROAD 26Q1-2900-gdf79404cd8, Yosys 0.63+post, stock flow scripts
make -C /OpenROAD-flow-scripts/flow DESIGN_CONFIG=/design/flow/config.mk WORK_HOME=/design/flow/orfs finish
```

==> impl_table.tex <==
% Yosys + OpenROAD metrics
\begin{tabular}{lr}
\hline
Metric & Value \\
\hline
\multicolumn{2}{l}{\textbf{Yosys}} \\
Dominant cell type by area after synthesis & sky130\_fd\_sc\_hd\_\_edfxtp\_1 \\
Tally of unique sky130hd cells used after synthesis & 39 \\
Chip area in the Yosys report & 6670 µm² \\
Netlist Area Pre-Place & 6670 µm² \\
Proportion of synthesized flip-flops having asynchronous set or reset & 23.8\% \\
EDFF count, synth & roughly 130 \\
Area fraction of the dominant cell type after synthesis & 57.6\% \\
Yosys warning count & 2 \\
Most instantiated flip-flop cell in the synthesis netlist & sky130\_fd\_sc\_hd\_\_edfxtp\_1 \\
Number of cells in the yosys synthesis report & 421 \\
Synthesized area per cell & approximately 16 µm² \\
Mapped Cells & 421 \\
Most frequently used cell type in the post-synthesis netlist & sky130\_fd\_sc\_hd\_\_edfxtp\_1 \\
Main area contributors & sky130\_fd\_sc\_hd\_\_edfxtp\_1 (58\%), sky130\_fd\_sc\_hd\_\_dfrtp\_1 (15\%), sky130\_fd\_sc\_hd\_\_ha\_1 (4.5\%) \\
Leading post-synthesis cells by instance count & sky130\_fd\_sc\_hd\_\_edfxtp\_1 (128), sky130\_fd\_sc\_hd\_\_dfrtp\_1 (40), sky130\_fd\_sc\_hd\_\_a22oi\_1 (35), sky130\_fd\_sc\_hd\_\_ha\_1 (24), sky130\_fd\_sc\_hd\_\_and3\_1 (20) \\
Number of register bits inferred by synthesis & roughly 170 \\
Share of synthesized area occupied by flip-flops and latches & 72.6\% \\
\multicolumn{2}{l}{\textbf{Placed design}} \\
DP HPWL & roughly 10000 µm \\
Port-buffer cells & 29 \\
Setup slack at placement & 1.23 ns \\
Total placed instance area & $\sim$7300 µm² \\
Instance count after placement with tap cells included & 720 \\
Routability cong. & 0.884 \\
\multicolumn{2}{l}{\textbf{Global route}} \\
First-pass GRT wire length & 23800 µm \\
Total global-route track usage & between 15 and 20\% \\
Overflow left after global routing & 0 \\
Via count of the first global-routing pass & 4027 \\
Largest net degree at the start of global routing & 41 \\
Antenna violations before repair & 0 \\
\multicolumn{2}{l}{\textbf{Status}} \\
Run status & complete, no violations \\
\multicolumn{2}{l}{\textbf{Worst setup path}} \\
Worst EP required & around 3.4 ns \\
First element of the critical path & wr\_ptr[0]\$\_DFFE\_PN0P\_ \\
Worst flop-to-flop path startpoint & rd\_ptr[2]\$\_DFFE\_PN0P\_ \\
Largest fanout of any net on the critical path & 4 \\
Kind of critical path & reg2out \\
Startpoint Class & flip-flop \\
Worst Reg2Reg Path Length in Cells & 8 \\
Arrival @ worst endpoint & 2.54 ns \\
Endpoint kind of the worst setup timing path & output pin \\
\multicolumn{2}{l}{\textbf{Flow run}} \\
Count of max-cap constraint violations & 0 \\
Total tool warning count & 40 \\
\multicolumn{2}{l}{\textbf{Min path}} \\
Hold wc startpoint & wr\_ptr\_gray\_sync\_r1[4]\$\_DFF\_PN0\_ \\
Type of the tightest min-delay check & reg2reg \\
Number of cells on the worst hold path & 0 \\
\multicolumn{2}{l}{\textbf{STA}} \\
Final Skew & 0.00843 ns \\
Max-slew violation total from the final report & 0 \\
Post-Route Hold Slack & 0.346 ns \\
Slew at the pin closest to its max-slew limit & 0.903 ns \\
RSZ-0062 raised after global routing & false \\
Hold violation count in the final report & 0 \\
Worst setup margin & 0.818 ns \\
Relative slew slack & 39.8\% \\
Setup Viol. Count Final & 0 \\
Final-layout setup total negative slack & 0 ns \\
\multicolumn{2}{l}{\textbf{Final layout}} \\
Share of layout cells above drive strength 1 & 10.5\% \\
Core occupancy in the finished layout & 36.5\% \\
Final std cells w/o fill & between 700 and 800 \\
Finished Cell Area & $\sim$8000 µm² \\
Layout overhead on the synthesized area & 19.4\% \\
\multicolumn{2}{l}{\textbf{Route}} \\
Number of inserted diodes & 0 \\
Routed Antenna Nets & 0 \\
Number of optimization iterations in the first detailed-route pass & 5 \\
Drt wl/cell & 20.3 µm \\
Post-detailed-routing wire length & 15400 µm \\
Vias & between 3000 and 4000 \\
Remaining DRCs & 0 \\
Via-per-instance ratio & 5.09 \\
Violation tally from detailed-route iteration zero & between 200 and 300 \\
\multicolumn{2}{l}{\textbf{Power}} \\
Leakage & 2.90 nW \\
Power density cells & about 750 nW/µm² \\
Total chip power & between 5 and 6 mW \\
Peak supply drop & $\sim$0.38 mV \\
\multicolumn{2}{l}{\textbf{Clock network}} \\
Worst-path clk slew & 0.07 ns \\
Cells resized by post-CTS repair & 0 \\
Setup fix buffers added after clock tree synthesis & 0 \\
CTS tree & yes \\
Hold-fix buffers at CTS & 0 \\
CTS sink count & around 170 \\
\multicolumn{2}{l}{\textbf{Die}} \\
Count of boundary I/O pins & 31 \\
Die Footprint & 22800 µm² \\
Floorplan die width & 151 µm \\
Initial cell density of the core & roughly 31\% \\
Height of the die & approximately 150 µm \\
Number of core rows & 54 \\
Standard cell core area & about 22000 µm² \\
\hline
\end{tabular}
layer usage:
metal	vias to the layer above	GRT usage, %	wire length, µm
met5	-	0	0
met4	0	3.20	325
met3	21	10.7	2210
met2	244	21.4	6760
met1	1863	19.9	6060
li1	1723	-	-
cells in the final DEF (no fill, tap or decap), types with 12 or more instances in the layout:
cell | synthesis | layout
sky130_fd_sc_hd__edfxtp_1 | 128 | 128
sky130_fd_sc_hd__dfrtp_1 | 40 | 40
sky130_fd_sc_hd__a22oi_1 | 35 | 35
sky130_fd_sc_hd__clkdlybuf4s50_1 | 0 | 29
sky130_fd_sc_hd__ha_1 | 24 | 24
sky130_fd_sc_hd__and3_1 | 20 | 20
sky130_fd_sc_hd__clkbuf_16 | 0 | 20
sky130_fd_sc_hd__inv_1 | 18 | 18
sky130_fd_sc_hd__nor2_1 | 17 | 17
sky130_fd_sc_hd__xnor2_1 | 15 | 15
sky130_fd_sc_hd__a22o_1 | 13 | 13
sky130_fd_sc_hd__nand2_1 | 12 | 12
sky130_fd_sc_hd__o22ai_1 | 12 | 12
cell families (layout without fill, tap and decap cells):
| family | after synthesis | in the layout | synth area share (%) |
|---|---|---|---|
| adders and majority gates | 25 | 25 | 4.80 |
| AOI/OAI and AO/OA | 102 | 102 | 11.8 |
| DFF | 168 | 168 | 72.6 |
| and+or+nand+nor | 62 | 62 | 4.76 |
| xor gates and xnor gates | 24 | 24 | 3.15 |
| buffers and inverters | 37 | 92 | 2.34 |
| muxes | 3 | 3 | 0.506 |
registers in the layout, summed over array words and instances (netlist names):
signal / cells
rd_data: 8
wr_ptr_gray_sync_r1: 5
rd_ptr_gray_sync_r2: 5
fifo_underflow: 1
wr_ptr: 5
mem: 128
rd_ptr: 5
fifo_overflow: 1
rd_ptr_gray_sync_r1: 5
wr_ptr_gray_sync_r2: 5
where the power goes:
group / total [mW] / internal (mW) / switching, mW
clock network: 1.72 / 1.11 / 0.609
registers: 2.19 / 2.03 / 0.158
logic: 2.06 / 0.925 / 1.14
path summary, 6_finish.rpt:
kind / to / slack (ns)
worst max-delay path: fifo_fill_cnt[4] / 0.82
worst min-delay path: wr_ptr_gray_sync_r2[4]$_DFF_PN0_ / 0.35
worst max register to register: rd_data[5]$_DFFE_PN0P_ / 1.50
worst min register to register: wr_ptr_gray_sync_r2[4]$_DFF_PN0_ / 0.35
max in group clk1: mem[14][3]$_DFFE_PP_ / 1.62
max in group asynchronous: rd_data[5]$_DFFE_PN0P_ / 2.58
min in group clk1: rd_ptr_gray_sync_r2[4]$_DFF_PN0_ / 0.35
min in group asynchronous: wr_ptr[4]$_DFFE_PN0P_ / 1.08
critical path: stages, from the launching register on:
cell and delay (ns):
sky130_fd_sc_hd__dfrtp_1 0.42, sky130_fd_sc_hd__inv_1 0.16, sky130_fd_sc_hd__ha_1 0.16, sky130_fd_sc_hd__inv_1 0.06, sky130_fd_sc_hd__fa_1 0.39, sky130_fd_sc_hd__a21o_1 0.17
sky130_fd_sc_hd__a21oi_1 0.17, sky130_fd_sc_hd__xnor2_1 0.13, sky130_fd_sc_hd__clkdlybuf4s50_1 0.47
final cells by class:
| type | count | area (µm²) |
|---|---|---|
| flip-flops and latches | 168 | 4840 |
| multi-input cells | 216 | 1670 |
| fillers | 1979 | 13900 |
| well taps | 280 | 350 |
| clock buffers | 29 | 564 |
| repair buffers | 38 | 358 |
| clock inverters | 7 | 113 |
| inverters | 18 | 67.6 |
Power and IR drop assume default switching activity.
