--- ./config.mk ---
export PLATFORM = sky130hd
export DESIGN_NAME = RegisterFile
export DESIGN_NICKNAME = RegisterFile
export VERILOG_FILES = /design/flow/design.v
export SDC_FILE = /design/flow/constraint.sdc
export NUM_CORES = 4
export LEC_CHECK = 1
export CORE_UTILIZATION = 50
--- ./constraint.sdc ---
current_design RegisterFile

set clk_period 9.9
set clk_io_pct 0.2

create_clock -name clk0 -period $clk_period [get_ports {clk}]

set non_clock_inputs [all_inputs -no_clocks]
set_input_delay [expr $clk_period * $clk_io_pct] -clock clk0 $non_clock_inputs
set_output_delay [expr $clk_period * $clk_io_pct] -clock clk0 [all_outputs]
--- ./design.v ---
module RegisterFile (
    input wire clk,
    input wire RegWrite,
    input wire [4:0] rs1,  
    input wire [4:0] rs2,  
    input wire [4:0] rd,   
    input wire [31:0] WriteData,  
    output wire [31:0] ReadData1,  
    output wire [31:0] ReadData2   
);
    reg [31:0] regfile [31:0];
    assign ReadData1 = (rs1 != 0) ? regfile[rs1] : 32'b0;  
    assign ReadData2 = (rs2 != 0) ? regfile[rs2] : 32'b0;  
    always @(posedge clk) begin
        if (RegWrite && rd != 0) begin
            regfile[rd] <= WriteData;
        end
        regfile[0] <= 32'b0;
    end
endmodule
--- ./run.sh ---
#!/bin/bash
# OpenROAD 26Q1-2900-gdf79404cd8, Yosys 0.63+post, stock flow scripts
make -C /OpenROAD-flow-scripts/flow DESIGN_CONFIG=/design/flow/config.mk WORK_HOME=/design/flow/orfs finish
==> commit_impl_results.txt <==
Record implementation results from latest flow run

* Status: finished, final reports clean
* Hold violation total from the final report: 0
* Worst hold slack: around 2.1 ns
- Number of instances resized during post-cts repair: 0
- RSZ-0062 raised after global routing: no
* Number of setup buffers added after CTS: 0
- The last timing report of the flow puts the setup violation total at 0.
* Cell types with the largest area share after synthesis: edfxtp_1 (64%), mux4_2 (19%), mux2i_1 (3.4%)
* I/O Pins: 113
- The script computed the net switching share of total power as 22.2%.
- The first global-routing pass estimated about 210,000 um of wire.
- Largest registers in the final layout: regfile x992
- Of the total power, combinational logic draws ~9%.
- Critical Path Source Type: input pin
- The worst-case IR drop observed on VDD is ~0.00014 V.
- Num rows: 111
- The leakage component of the power was reported as approximately 17 nW.
- Final clock period utilization by the worst path: roughly three quarters
* Yosys warns: 1
- Max FO, Critical Path: 45
- Part of the power in registers: slightly below 50%
- The die is 308 um tall.
* Number of DRC violations after detailed-routing iteration 0: 1,755
- Remaining global-route overflow: 0
- The initial utilization of the core area, before any placement, comes to between 50% and 60%.
- Proportion of synthesized flip-flops having asynchronous set or reset: 0%
- Total power divided by cell area: approximately 180 nW/um^2
- Largest net degree at the start of global routing: ~94
- Antenna violations before repair: 5
- Share of cells above drive strength 1: 27.9%
* Worst-path clk slew: roughly 0.06 ns
- Via count of the first global-routing pass: around 30,000
* Count of pins over their slew limit: 0
- The critical path in this run is classified as input pin to output pin.
- Max Buffers Root-to-Sink: 3
- The synthesized design contains a little under 1,000 enable-type register cells.
* WL per Instance: ~35 um
- Area Overhead vs Synth: 13.4%
- After floorplanning, the core was sized to cover between 90,000 and 100,000 sq um.
* Origin of the worst min-delay path: WriteData[18]
* Portion of the post-synthesis area used by sequential elements: 63.8%
- The area recorded from the Yosys report for this design is 46,700 sq um.
- The H-tree was split into 3 levels.
* Register name with the most flops: regfile
- Initial DRT Pass Iterations: 5
* Post-synth top area share: about 64%
- After detailed routing, the number of vias per cell comes to 6.65.
- The script parses the final routing iteration and logs DRC violations as 0.
- Summing over every cut layer, the via total after detailed routing is 27,100.
- Actual slew at the worst max-slew pin: about 1.0 ns
- TritonCTS built the clock tree.
- In the global route stage, overall resource usage came out at 35.2%.
* Final period demand of the worst path: approximately 7.5 ns
* Routed Wire Length: between 100,000 and 150,000 um
- CP required: approximately 7.9 ns
* Fmax achieved: approximately 130 MHz
- Distinct cell type count after synthesis: between 40 and 50
- For this design the total switching power over the nets is between 0.002 and 0.0025 W.
* Gate count of the mapped netlist: around 2,600
- Clock power share: between 40% and 50%
* Overall die area: ~95,000 sq um
* Die extent in x: roughly 310 um
- Setup tns final: 0 ns
* Primary FF master, synth: edfxtp_1
- Hold depth: 1
- The tree is rooted in a clkbuf_16.
- The CTS log lists the clock sinks for this run as ~1,000.
- Across the run, the number of max-cap violations was 0.
- Post-synth design cell area: around 47,000 sq um
- CTS Hold Bufs: 0
- Total of buffers placed on input and output ports: between 100 and 150
- Flip-flop count of the largest register, all copies and words added: about 1,000
- Min-Delay Path Class: input pin to register
- DPL Wire Length: 81,700 um
- The detail route stage leaves a number of antenna-violating nets equal to 0.
- STA shows the worst min-delay path finishing at regfile[19][18].
- Summing over the stages, the warning tally comes to 25.
* Average instance area after synthesis: approximately 18 sq um
* Synth flops: ~1,000
- Placer congestion estimate: ~0.89
- In this run the tightest slew margin relative to its limit is 33.4%.
* Arrival time at the worst endpoint: approximately 5.6 ns
- TritonCTS created about 100 clock buffers.
* Cell internal power dissipation: about 0.0075 W
- Kind of capture point of the worst setup path: output pin
- Cell accounting for the most synthesized area: edfxtp_1
- After synthesis, the design contains between 2,000 and 3,000 cells according to Yosys.
==> final cells by class <==
cell class / instances / area [sq um]
Tap cell: 1243 / 1560
Multi-Input combinational cell: 1409 / 15900
Inverter: 1 / 6.26
Clock inverter: 73 / 837
Sequential cell: 992 / 29800
Antenna cell: 1 / 2.50
Clock buffer: 122 / 2730
Fill cell: 6661 / 39200
Timing Repair Buffer: 232 / 2100
==> critical path, stage by stage <==
cell and delay, ns:
buf_8 0.39, buf_4 0.65, buf_4 0.63, mux4_2 0.35, nor2b_1 0.05, nor3_1 0.24
a21oi_1 0.07, o21ai_1 0.50, clkdlybuf4s50_1 0.60
==> placed cells by master, fill, tap and decap left out, types with 21 or more instances in the layout <==
master / instances
a22oi_1: 41
clkinv_2: 24
mux2i_1: 158
mux4_2: 403
nor2b_1: 50
a21oi_1: 126
nor2_1: 58
a221oi_1: 31
clkdlybuf4s50_1: 103
mux2_1: 21
o211ai_1: 40
nor3_1: 39
nand2_1: 200
nand3_1: 37
buf_4: 118
mux2_2: 45
clkbuf_16: 107
edfxtp_1: 992
o21ai_1: 54
clkinv_1: 22
nor2_4: 32
==> through the flow <==
step	instance area (sq um)	total power [W]	instances	utilization, %	setup slack [ns]
5_1_grt	52900	0.00991	4072	57.5	2.14
3_5_place_dp	49300	0.00564	3877	53.6	2.30
4_1_cts	52900	0.00968	4072	57.5	2.30
2_1_floorplan	46700	0.00527	2612	-	4.57
6_report	52900	0.00963	4073	57.5	2.36
3_3_place_gp	49300	0.00563	3877	53.6	2.32
==> logic make-up after synthesis <==
kind of cell,share of synthesized area [%]
flip-flops,63.8
buffers and inverters,2.70
multiplexers,24.6
AND/OR/NAND/NOR,4.20
AND-OR/OR-AND,4.73
==> worst max-delay path by stage <==
| stage | depth (start not counted) | endpoint | from | slack [ns] |
|---|---|---|---|---|
| final | 9 | ReadData1[23] | rs1[0] | 2.36 |
| after global routing | 8 | ReadData1[11] | rs1[0] | 2.14 |
| after CTS | 9 | ReadData2[17] | rs2[1] | 2.30 |
==> synthesized netlist by cell type, drive strengths merged, types with 16 or more instances <==
cell / n
a21oi: 126
a221oi: 38
a22oi: 41
buf: 148
clkbuf: 62
edfxtp: 992
mux2: 70
mux2i: 158
mux4: 403
nand2: 201
nand3: 37
nor2: 91
nor2b: 53
nor3: 41
o211ai: 40
o21ai: 56
o221ai: 16
==> power by group through the flow <==
| stage | clock network (W) | registers (W) | logic (W) |
|---|---|---|---|
| finish | 0.00408 | 0.00470 | 0.000858 |
| global route | 0.00429 | 0.00470 | 0.000917 |
| CTS | 0.00413 | 0.00469 | 0.000860 |
==> metal layers <==
| metal | GRT usage [%] | vias to the layer above | share of wire, % |
|---|---|---|---|
| met5 | 2.53 | - | 0.17 |
| met4 | 10.5 | 12 | 4.1 |
| met3 | 26.4 | 328 | 17 |
| met2 | 50.1 | 1959 | 47 |
| met1 | 44.3 | 13700 | 31 |
| li1 | - | 11100 | - |
Power is estimated from default activity; no workload was simulated.
