--- design/flow/config.mk ---
export PLATFORM = sky130hd
export DESIGN_NAME = DMA_AHB_Master
export DESIGN_NICKNAME = DMA_AHB_Master
export VERILOG_FILES = /design/flow/design.v
export SDC_FILE = /design/flow/constraint.sdc
export NUM_CORES = 4
export LEC_CHECK = 1
export CORE_UTILIZATION = 50
--- design/flow/constraint.sdc ---
current_design DMA_AHB_Master

set clk_period 10.6
set clk_io_pct 0.2

create_clock -name clk0 -period $clk_period [get_ports {HCLK}]

set non_clock_inputs [all_inputs -no_clocks]
set_input_delay [expr $clk_period * $clk_io_pct] -clock clk0 $non_clock_inputs
set_output_delay [expr $clk_period * $clk_io_pct] -clock clk0 [all_outputs]
--- design/flow/design.v ---
module DMA_AHB_Master #(
    parameter ADDR_WIDTH = 32,
    parameter DATA_WIDTH = 32,
    parameter BASE_ADDR  = 32'h0000_0000
)(
    input wire HCLK,
    input wire HRESETn,
    input wire [ADDR_WIDTH-1:0] HADDR,
    input wire [1:0] HTRANS,
    input wire HWRITE,
    input wire [DATA_WIDTH-1:0] HWDATA,
    output reg [DATA_WIDTH-1:0] HRDATA,
    output reg [ADDR_WIDTH-1:0] master_HADDR,
    output reg [2:0] master_HBURST,
    output reg master_HMASTLOCK,
    output reg [3:0] master_HPROT,
    output reg [2:0] master_HSIZE,
    output reg [1:0] master_HTRANS,
    output reg [DATA_WIDTH-1:0] master_HWDATA,
    output reg master_HWRITE,
    input wire [DATA_WIDTH-1:0] master_HRDATA,
    input wire master_HREADY,
    input wire master_HRESP
);
    reg start;
    reg [ADDR_WIDTH-1:0] src_addr;
    reg [ADDR_WIDTH-1:0] dest_addr;
    reg [31:0] transfer_size;
    reg done;   
    localparam START_ADDR        = BASE_ADDR;
    localparam SRC_ADDR_ADDR     = BASE_ADDR + 4;
    localparam DEST_ADDR_ADDR    = BASE_ADDR + 8;
    localparam TRANSFER_SIZE_ADDR = BASE_ADDR + 12;
    localparam DONE_ADDR         = BASE_ADDR + 16;  
    localparam [1:0]
        IDLE  = 2'b00,
        READ  = 2'b01,
        WRITE = 2'b10;
    reg [1:0] state, next_state;
    reg [31:0] count;
    always @(posedge HCLK or negedge HRESETn) begin
        if (!HRESETn) begin
            state <= IDLE;
        end else begin
            state <= next_state;
        end
    end
    always @(*) begin
        next_state = state;
        case (state)
            IDLE: begin
                if (start) begin
                    next_state = READ;
                end
            end
            READ: begin
                if (master_HREADY) begin
                    next_state = WRITE;
                end
            end
            WRITE: begin
                if (master_HREADY) begin
                    if (count >= transfer_size) begin
                        next_state = IDLE;
                    end else begin
                        next_state = READ;
                    end
                end
            end
            default: next_state = IDLE;  
        endcase
    end
    always @(posedge HCLK or negedge HRESETn) begin
        if (!HRESETn) begin
            master_HADDR <= 0;
            master_HBURST <= 3'b000;  
            master_HMASTLOCK <= 0;
            master_HPROT <= 4'b0000;
            master_HSIZE <= 3'b010;  
            master_HTRANS <= 2'b00;  
            master_HWDATA <= 0;
            master_HWRITE <= 0;
            count <= 0;
            done <= 0;
            start <= 0;
            src_addr <= 0;
            dest_addr <= 0;
            transfer_size <= 0;
        end else begin
            case (state)
                IDLE: begin
                    if (start) begin
                        master_HADDR <= src_addr;
                        master_HTRANS <= 2'b10;  
                        master_HWRITE <= 0;  
                        count <= 0;
                        done <= 0;
                    end
                end
                READ: begin
                    if (master_HREADY) begin
                        master_HADDR <= dest_addr;
                        master_HWDATA <= master_HRDATA;
                        master_HTRANS <= 2'b10;  
                        master_HWRITE <= 1;  
                    end
                end
                WRITE: begin
                    if (master_HREADY) begin
                        count <= count + (DATA_WIDTH / 8);  
                        if (count < transfer_size) begin
                            master_HADDR <= src_addr + count;
                            master_HTRANS <= 2'b10;  
                            master_HWRITE <= 0;  
                        end else begin
                            master_HTRANS <= 2'b00;  
                            done <= 1;
                            start <= 0;  
                        end
                    end
                end
                default: begin
                    master_HTRANS <= 2'b00;  
                    done <= 0;
                end
            endcase
            if (HTRANS[1] && HWRITE) begin
                case (HADDR)
                    START_ADDR:        start <= HWDATA[0];
                    SRC_ADDR_ADDR:     src_addr <= HWDATA;
                    DEST_ADDR_ADDR:    dest_addr <= HWDATA;
                    TRANSFER_SIZE_ADDR: transfer_size <= HWDATA;
                endcase
            end
            if (HTRANS[1] && !HWRITE) begin
                case (HADDR)
                    START_ADDR:        HRDATA <= {31'b0, start};
                    SRC_ADDR_ADDR:     HRDATA <= src_addr;
                    DEST_ADDR_ADDR:    HRDATA <= dest_addr;
                    TRANSFER_SIZE_ADDR: HRDATA <= transfer_size;
                    DONE_ADDR:         HRDATA <= {31'b0, done};  
                    default:           HRDATA <= 32'b0;
                endcase
            end
        end
    end
endmodule
--- design/flow/run.sh ---
#!/bin/bash
# OpenROAD 26Q1-2900-gdf79404cd8, Yosys 0.63+post, stock flow scripts
make -C /OpenROAD-flow-scripts/flow DESIGN_CONFIG=/design/flow/config.mk WORK_HOME=/design/flow/orfs finish
==> results.sh <==
# yosys + openroad results
export IMPL_total_leakage_power_uw=0.00678
export IMPL_required_ps=10990
export IMPL_hold_buffers=0
export IMPL_rr_worst_depth=11
export IMPL_finalSetupViolations=0
export IMPL_p_per_area_mw_per_mm2=126
export IMPL_ys_cells=1066
export IMPL_ys_types=75
export IMPL_yosysWarnings=1
export IMPL_grt_pass1_vias=8747
export IMPL_crit_path_end_kind="register"
export IMPL_tritoncts_num_buffers=26
export IMPL_antenna_found_initial=0
export IMPL_die_h_microns=157
export IMPL_diodes=0
export IMPL_routed_wl_microns=29700
export IMPL_path_cells="clkdlybuf4s50_1, nor2_1, nor2_1, o211a_1, o31a_2, buf_4, o311a_1, o22ai_1"
export IMPL_route_detailed_drc=0
export IMPL_htree_levels=1
export IMPL_areaGrowthSynthToFinish_pct=25.7
export IMPL_fp_coreArea_sq_mm=0.0236
export IMPL_synth_seq_share=0.488
export IMPL_fin_ws_ps=6260
export IMPL_via_per_inst=5.57
export IMPL_drt_pass1_iter_count=5
export IMPL_overflow=0
export IMPL_vias=8897
export IMPL_path_delay_family="buffers and inverters"
export IMPL_finalMaxSlewViolations=0
export IMPL_openroad_warnings=28
export IMPL_post_place_ws_ps=5690
export IMPL_r2r_start="count[25]"
export IMPL_grt_pass1_wl_microns=47000
export IMPL_r2r_setup_slack_ps=6900
export IMPL_die_area_sq_mm=0.0248
export IMPL_cts_sinks=229
export IMPL_post_cts_buffers=0
export IMPL_cts_resized=0
export IMPL_ys_area_sq_mm=0.0121
export IMPL_setup_tns_final_ps=0
export IMPL_ys_async_sr_fraction=0.860
export IMPL_clock_latency_ps=520
export IMPL_slowest_delay_ps=690
export IMPL_rsz0062_at_grt="no"
export IMPL_fin_crit_ps=4340
export IMPL_root_buffer="clkbuf_16"
export IMPL_cp_num_buf_inv=2
export IMPL_status="finished clean"
export IMPL_synthCells=1066
export IMPL_clk_pin_slew_worst_paths_ps=60
export IMPL_maxCapViolations=0
export IMPL_die_w_microns=157
export IMPL_path_class="in2reg"
export IMPL_dpl_hpwl_microns=19200
export IMPL_portBuffers=198
export IMPL_clk_path_buf_depth=3
export IMPL_path_max_fanout=40
export IMPL_min_path_cells=1
export IMPL_ff_type="dfrtp_1"
export IMPL_drive_gt1_frac=0.188
export IMPL_cts_tree="yes"
export IMPL_cp_slowest_cell="clkdlybuf4s50_1"
export IMPL_cp_startpoint="master_HREADY"
export IMPL_final_cell_area_sq_mm=0.0152
export IMPL_postPlaceCellArea_sq_mm=0.0143
export IMPL_drtIter0Drc=424
export IMPL_hp_class="reg2reg"
export IMPL_synth_edff_count=32
export IMPL_drtAntennaViolNets=0
export IMPL_fin_skew_ps=9.37
export IMPL_place_congestion=0.848
export IMPL_rows=56
export IMPL_fp_utilization=0.511
export IMPL_period_used=0.409
export IMPL_avgSynthCellArea_sq_um=11.3
export IMPL_max_freq_ghz=0.230
export IMPL_cp_endpoint="master_HADDR[17]"
export IMPL_crit_path_start_kind="primary input"
export IMPL_hold_violations=0
export IMPL_worstMarginPinSlew_ps=705
export IMPL_ys_ff=229
export IMPL_crit_top_cell="nor2_1"
export IMPL_ir_drop_v=0.000148
export IMPL_io_pin_count=213
export IMPL_grtUsageTotal=0.260
export IMPL_relSlewSlack=0.530
export IMPL_cp_arrival_ps=4730
export IMPL_cp_depth=8
export IMPL_wl_per_cell_microns=18.6
export IMPL_r2r_end="master_HADDR[17]"
export IMPL_grt_max_degree=59
export IMPL_synth_area_sq_mm=0.0121
==> report_power, final <==
part	switching [uW]	internal [uW]	total (uW)
Combinational	43.2	76.9	120
Sequential	7.74	909	917
Clock	353	528	881
==> cells in the mapped netlist (7+ instances only) <==
master,instances,area share
edfxtp_1,32,0.080
clkbuf_1,22,0.0068
nor2b_1,9,0.0047
o21ai_0,19,0.0079
ha_1,60,0.062
xor2_1,25,0.018
mux2_2,143,0.13
nor2_1,99,0.031
xnor2_1,22,0.016
nand3_1,15,0.0062
buf_4,16,0.0099
mux2_1,14,0.013
a31oi_1,25,0.013
or3_1,12,0.0062
a21o_1,13,0.0081
buf_1,9,0.0028
o21ai_1,7,0.0029
nand2_1,61,0.019
a21oi_1,41,0.017
buf_2,13,0.0054
inv_1,48,0.015
nand4_1,15,0.0078
a22oi_1,56,0.035
dfrtp_1,196,0.41
==> sequential cells by signal, indices dropped and copies added, names as in the netlist <==
name and count:
HRDATA 32, dest_addr 32, master_HADDR 32, master_HWDATA 32, src_addr 32, transfer_size 32
count 30, state 3, done 1, master_HTRANS 1, master_HWRITE 1, start 1
==> cell families after synthesis <==
kind of cell / after synthesis / synth area share
flip-flops: 229 / 0.488
AND/OR/NAND/NOR: 251 / 0.105
adder cells (fa/ha/maj): 60 / 0.0622
buffers and inverters: 109 / 0.0402
multiplexers: 161 / 0.151
other: 2 / 0.000622
AND-OR/OR-AND: 207 / 0.119
XOR/XNOR: 47 / 0.0341
==> cell type report <==
class | count | area [sq um]
multi-input cells | 738 | 5750
clock inverters | 11 | 106
fillers | 1921 | 8440
repair buffers | 216 | 2120
well taps | 319 | 399
inverters | 49 | 184
flip-flops and latches | 229 | 5890
clock buffers | 36 | 729
==> metrics by stage <==
step	util	hold WS, ps	instances	power, uW
final	0.643	490	1598	1920
after floorplan	-	440	1076	954
after global placement	0.607	472	1551	1050
after detailed placement	0.607	479	1551	1060
after global routing	0.643	513	1598	1990
after CTS	0.643	493	1598	1940
==> cells in the final DEF, fill, tap and decap left out, types with 5 or more instances in the layout <==
cell type,netlist,final
a31oi_1,25,25
ha_1,60,60
a22oi_1,56,56
mux2_2,143,143
a21oi_1,41,41
conb_1,2,12
o21a_1,5,5
clkbuf_16,0,27
o21ai_1,7,7
dfrtp_1,196,196
xnor2_1,22,22
nor2b_1,9,8
nand2_1,61,61
nand4_1,15,15
clkinv_2,0,6
clkbuf_1,22,7
a21o_1,13,13
nor4_1,6,6
xor2_1,25,25
and3_1,5,5
nand3_1,15,15
or3_1,12,12
mux2_1,14,14
o21ai_0,19,19
edfxtp_1,32,32
nor2_1,99,97
buf_4,16,18
clkdlybuf4s50_1,0,196
inv_1,48,48
nor3_1,6,6
==> per-layer routing <==
layer	global-route usage	part of all wire
met4	0.0407	0.016
met2	0.393	0.44
met5	0	0
met3	0.0580	0.074
met1	0.414	0.47
==> worst min path at each step <==
stage | startpoint | to
after CTS | master_HADDR[30] | master_HADDR[30]
after global routing | master_HWDATA[4] | master_HWDATA[4]
final | master_HADDR[30] | master_HADDR[30]
Power figures rest on the tool's default switching activity, not on a simulated workload.
