--- design/flow/config.mk ---
export PLATFORM = sky130hd
export DESIGN_NAME = ID_stage
export DESIGN_NICKNAME = ID_stage
export VERILOG_FILES = /design/flow/design.v
export SDC_FILE = /design/flow/constraint.sdc
export NUM_CORES = 4
export LEC_CHECK = 1
export CORE_UTILIZATION = 40
--- design/flow/constraint.sdc ---
current_design ID_stage

set clk_period 2.2
set clk_io_pct 0.2

create_clock -name clk0 -period $clk_period [get_ports {clk}]

set non_clock_inputs [all_inputs -no_clocks]
set_input_delay [expr $clk_period * $clk_io_pct] -clock clk0 $non_clock_inputs
set_output_delay [expr $clk_period * $clk_io_pct] -clock clk0 [all_outputs]
--- design/flow/design.v ---
module ControlUnit (
    input wire [6:0] opcode,       
    output reg ALUSrc,             
    output reg [1:0] ALUOp,        
    output reg Branch,             
    output reg Jump,               
    output reg MemRead,            
    output reg MemWrite,           
    output reg MemtoReg,           
    output reg RegWrite            
);
    always @(*) begin
        RegWrite = 0;
        MemRead = 0;
        MemWrite = 0;
        Branch = 0;
        Jump = 0;
        ALUSrc = 0;
        ALUOp = 2'b00;
        MemtoReg = 0;
        case (opcode)
            7'b0110111: begin  
                ALUOp = 2'b00;
                ALUSrc = 1;
                RegWrite = 1;
            end
            7'b0010111: begin  
                ALUOp = 2'b00;
                ALUSrc = 1;
                RegWrite = 1;
            end
            7'b1101111: begin  
                ALUOp = 2'b00;
                ALUSrc = 1;
                RegWrite = 1;
                Jump = 1;
            end
            7'b1100111: begin  
                ALUOp = 2'b00;
                ALUSrc = 1;
                RegWrite = 1;
                Jump = 1;
            end
            7'b1100011: begin  
                ALUOp = 2'b01;
                Branch = 1;
            end
            7'b0000011: begin  
                ALUOp = 2'b00;
                ALUSrc = 1;
                MemRead = 1;
                MemtoReg = 1;
                RegWrite = 1;
            end
            7'b0100011: begin  
                ALUOp = 2'b00;
                ALUSrc = 1;
                MemWrite = 1;
            end
            7'b0010011: begin  
                ALUOp = 2'b11;
                ALUSrc = 1;
                RegWrite = 1;
            end
            7'b0110011: begin  
                ALUOp = 2'b10;
                RegWrite = 1;
            end
            7'b0001111: begin  
            end
            7'b1110011: begin  
            end
            default: begin
            end
        endcase
    end
endmodule
module ImmediateGenerator (
    input wire [31:0] instruction,
    output reg [31:0] immediate
);
    wire [6:0] opcode = instruction[6:0];
    always @(*) begin
        immediate = 32'b0;
        case (opcode)
            7'b0010011,  
            7'b0000011:  
                immediate = {{20{instruction[31]}}, instruction[31:20]};  
            7'b0100011:  
                immediate = {{20{instruction[31]}}, instruction[31:25], instruction[11:7]};  
            7'b1100011:  
                immediate = {{19{instruction[31]}}, instruction[31], instruction[7], instruction[30:25], instruction[11:8], 1'b0};  
            7'b0110111,  
            7'b0010111:  
                immediate = {instruction[31:12], 12'b0};  
            7'b1101111:  
                immediate = {{11{instruction[31]}}, instruction[31], instruction[19:12], instruction[20], instruction[30:21], 1'b0};  
            default:  
                immediate = 32'b0;
        endcase
    end
endmodule
module ID_stage (
    input wire clk,
    input wire reset_n,
    input wire hazard_flush,
    input wire hazard_stall,
    input wire [31:0] IF_ID_PC,
    input wire [31:0] IF_ID_Instruction,
    input wire IF_ID_jump_branch_taken,
    input wire IF_ID_enable_out,
    output reg [31:0] ID_EX_PC,
    output reg ID_EX_jump_branch_taken,
    output reg [31:0] ID_EX_Immediate,
    output reg [4:0] ID_EX_Rs1,
    output reg [4:0] ID_EX_Rs2,
    output reg [4:0] ID_EX_Rd,
    output reg [6:0] ID_EX_Funct7,
    output reg [2:0] ID_EX_Funct3,
    output wire ID_EX_ALUSrc,
    output wire [1:0] ID_EX_ALUOp,
    output wire ID_EX_Branch,
    output wire ID_EX_Jump,
    output wire ID_EX_MemRead,
    output wire ID_EX_MemWrite,
    output wire ID_EX_MemToReg,
    output wire ID_EX_RegWrite,
    output reg ID_EX_enable_out
);
    wire [31:0] Immediate;
    wire [6:0] opcode = IF_ID_Instruction[6:0];
    ImmediateGenerator imm_gen (
        .instruction(IF_ID_Instruction),  
        .immediate(Immediate)             
    );
    ControlUnit cu (
        .opcode(opcode),                  
        .ALUSrc(ID_EX_ALUSrc),            
        .ALUOp(ID_EX_ALUOp),              
        .Branch(ID_EX_Branch),            
        .Jump(ID_EX_Jump),                
        .MemRead(ID_EX_MemRead),          
        .MemWrite(ID_EX_MemWrite),        
        .MemtoReg(ID_EX_MemToReg),        
        .RegWrite(ID_EX_RegWrite)         
    );
    always @(posedge clk or negedge reset_n) begin
        if (~reset_n) begin
            ID_EX_PC <= 32'b0;
            ID_EX_Immediate <= 32'b0;
            ID_EX_Rs1 <= 5'b0;
            ID_EX_Rs2 <= 5'b0;
            ID_EX_Rd <= 5'b0;
            ID_EX_Funct7 <= 7'b0;
            ID_EX_Funct3 <= 3'b0;
            ID_EX_enable_out <= 1'b0;
        end else if (hazard_flush) begin
            ID_EX_PC <= 32'b0;            
            ID_EX_Immediate <= 32'b0;     
            ID_EX_Rs1 <= 5'b0;            
            ID_EX_Rs2 <= 5'b0;            
            ID_EX_Rd <= 5'b0;             
            ID_EX_Funct7 <= 7'b0;         
            ID_EX_Funct3 <= 3'b0;         
            ID_EX_enable_out <= 1'b0;     
        end else if (hazard_stall) begin
            ID_EX_enable_out <= 1'b0;     
        end else if (IF_ID_enable_out) begin
            ID_EX_PC <= IF_ID_PC;
            ID_EX_jump_branch_taken <= IF_ID_jump_branch_taken;
            ID_EX_Immediate <= Immediate;
            ID_EX_Rs1 <= IF_ID_Instruction[19:15];
            ID_EX_Rs2 <= IF_ID_Instruction[24:20];
            ID_EX_Rd <= IF_ID_Instruction[11:7];
            ID_EX_Funct7 <= IF_ID_Instruction[31:25];
            ID_EX_Funct3 <= IF_ID_Instruction[14:12];
            ID_EX_enable_out <= 1'b1;     
        end else begin
            ID_EX_enable_out <= 1'b0;     
        end
    end
endmodule
--- design/flow/run.sh ---
#!/bin/bash
# OpenROAD 26Q1-2900-gdf79404cd8, Yosys 0.63+post, stock flow scripts
make -C /OpenROAD-flow-scripts/flow DESIGN_CONFIG=/design/flow/config.mk WORK_HOME=/design/flow/orfs finish
==> results.ini <==
[status]
status = finished, final reports clean

[synth]
yosys_cells = 274
ys_warn_count = 3
edf_count = 1
avgSynthCellArea_um2 = 12.93
ys.flop_type = dfrtp_1
synthArstFlopShare = 0.9890
synthCells = 274
ys_seq_elements = 91
syn_area_um2 = 3543
ys_seq_frac = 0.6441
synthDistinctLibCells = 39
ys_chip_area_um2 = 3543

[power]
vdd_ir_drop_max_uv = 337.3
cellPowerDensity_nw_per_um2 = 573.6
power_frac_comb = 0.131
p_int_mw = 2.537
switching_share = 0.2374
sequentialPowerShare = 0.527
clock_power_share = 0.342
power_leakage_nw = 2.569
switchingPower_uw = 790.0
power_mw = 3.327

[sta]
fin_crit_sh = 0.9783
worst_pin_slew_ns = 0.4949
finalSetupViolations = 0
fmax_mhz = 464.6
finalCriticalPeriod_ns = 2.152
max-slew-margin-rel = 0.6700
finalHoldViolations = 0
rsz0062_at_grt = false
fin_worst_skew_ns = 0
drv_slew = 0

[detailed_routing]
dr.pass1.iters = 4
vias = 3005
wl_per_cell_um = 16.94
diodes = 0
ant_nets = 0
drc = 0
vias_per_cell = 5.217
drt-initial-drc-count = 126
drt_wl_total_mm = 9.757

[clocking]
numCtsBuffers = 9
htreeDepth = 3
clk_pin_slew_ns = 0.10
cts_tree = built
cts_max_path_buffers = 2
cts_num_sinks = 91
cts_root_buf = clkbuf_8
clock_latency_ns = 0.35

[cells_and_area]
final_cell_mix = clkdlybuf4s50_1, dfrtp_1, a22o_1, buf_4, nand2_1
area_growth_pct = 63.70
drive_gt1_frac = 0.1486
fin_area_um2 = 5801
finish.utilization = 0.6920
lay_top_count = clkdlybuf4s50_1

[grt]
grt_pass1_wl_mm = 15.08
grt_use_total = 0.2217
antenna_found_initial = 0
grt_start_max_net_pins = 91
grt_pass1_vias = 2943
grt_overflow = 0

[critical_path]
setup.worst_path.class = primary input to output port
cp_max_fo = 4
cp.required_ns = 1.76
critPathArrivalTime_ns = 1.71
critPathCaptureType = output port
critPathLaunchType = primary input

[placement]
place_congestion = 0.8565
place_area_um2 = 5544
dpl.hpwl_mm = 6.748
portBuffers = 169

[floorplanning]
fp_util = 0.4227
die_w_um = 96.12
die-area_um2 = 9239
core_area_um2 = 8382
boundaryPins = 170
rows = 33
die_h_um = 96.12

[worst_hold_path]
hp-class = primary input to async pin

[flow_run]
cap_violations = 0
warning_count = 26

==> sequential cells by signal, indices dropped and copies added (netlist names) <==
signal                   flops
ID_EX_Funct3                 3
ID_EX_Funct7                 7
ID_EX_Rd                     5
ID_EX_Immediate             32
ID_EX_Rs1                    5
ID_EX_PC                    32
ID_EX_jump_branch_taken      1
ID_EX_enable_out             1
ID_EX_Rs2                    5
==> cells in the mapped netlist (2+ instances only) <==
cell	count	area, um2
nand2_1	23	86.33
inv_1	5	18.77
nor2_1	8	30.03
nand3_1	2	10.01
o21ai_0	4	20.02
buf_4	2	15.01
o21ai_2	2	17.52
a22oi_1	4	30.03
dfrtp_1	90	2252
a22o_1	62	543.0
and2_1	2	12.51
buf_1	3	11.26
nor3_1	2	10.01
buf_6	2	22.52
clkbuf_1	10	37.54
buf_2	3	15.01
o21ai_1	8	40.04
a221o_1	11	110.1
a21oi_1	10	50.05
a21o_1	2	15.01
==> power by group through the flow <==
stage | clock (mW) | sequential, mW | combinational [mW]
CTS | 1.17 | 1.75 | 0.438
global route | 1.24 | 1.76 | 0.473
finish | 1.14 | 1.75 | 0.435
==> cell type report <==
cell class | instances | area [um2]
clock inverter | 6 | 72.57
timing repair buffer | 202 | 1989
multi-input combinational | 157 | 1179
sequential | 91 | 2282
tap | 105 | 131.4
clock buffer | 10 | 127.6
inverter | 5 | 18.77
fill | 613 | 2581
==> metrics by stage <==
step	std cells	worst slack, ns	TNS, ns	hold WS, ns
after floorplan	274	0.4884	0	0.1444
after global placement	557	-0.5978	-5.218	0.4624
after detailed placement	557	-0.6182	-5.282	0.4670
after CTS	576	0.03126	0	0.1660
after global routing	576	0.008363	0	0.1697
final	576	0.04768	0	0.1226
==> layer usage <==
| layer | part of all wire | routed length [um] | vias up | global-route usage |
|---|---|---|---|---|
| met1 | 0.47 | 4555 | 1473 | 0.3614 |
| met4 | 0.014 | 137 | 0 | 0.02985 |
| met5 | 0 | 0 | - | 0 |
| met2 | 0.44 | 4271 | 106 | 0.3150 |
| met3 | 0.081 | 792 | 12 | 0.06506 |
| li1 | - | - | 1414 | - |
==> cell families (layout without fill, tap and decap cells) <==
family / count (synthesis) / in the layout / share of synthesized area
compound gates: 111 / 111 / 0.2514
buf+inv: 26 / 223 / 0.03531
flops: 91 / 91 / 0.6441
simple gates: 46 / 46 / 0.06921
==> worst max-delay path: stages <==
cell and delay [ns]:
clkdlybuf4s15_1 0.19, buf_6 0.14, or2_4 0.25, buf_4 0.14, nor2_1 0.08, clkdlybuf4s50_1 0.47
==> worst paths after layout <==
kind / from / to / slack [ns] / cells past startpoint
worst max-delay path: IF_ID_Instruction[6] / ID_EX_MemWrite / 0.05 / 6
worst min-delay path: reset_n / ID_EX_PC[4] / 0.12 / 2
min in group clk0: reset_n / ID_EX_jump_branch_taken / 0.45 / 2
worst max register to register: ID_EX_Immediate[25] / ID_EX_Immediate[25] / 1.38 / 1
max in group asynchronous: reset_n / ID_EX_Immediate[16] / 1.69 / 2
worst min register to register: ID_EX_Immediate[1] / ID_EX_Immediate[1] / 0.48 / 2
==> repair_timing <==
action                                  4_1_cts  5_1_grt
endpoints found under the setup margin        9        2
pin swaps                                     4        1
gates resized                                32        4
hold buffers                                  0        0
buffers inserted                              3        0
Power is estimated from default activity; no workload was simulated.
